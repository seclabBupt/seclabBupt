`design/flow/config.mk`:
```
export PLATFORM = sky130hd
export DESIGN_NAME = fp32_packer
export DESIGN_NICKNAME = fp32_packer
export VERILOG_FILES = /design/flow/design.v
export SDC_FILE = /design/flow/constraint.sdc
export NUM_CORES = 4
export LEC_CHECK = 1
export CORE_AREA = 10 10 70 70
export DIE_AREA = 0 0 80 80
```
`design/flow/constraint.sdc`:
```
current_design fp32_packer

set clk_period 3.5
set clk_io_pct 0.2

create_clock -name clk0 -period $clk_period

set non_clock_inputs [all_inputs -no_clocks]
set_input_delay [expr $clk_period * $clk_io_pct] -clock clk0 $non_clock_inputs
set_output_delay [expr $clk_period * $clk_io_pct] -clock clk0 [all_outputs]
```
`design/flow/design.v`:
```
module fp32_packer (
    input wire final_sign,
    input wire [8-1:0] final_exponent,  
    input wire [23-1:0] final_mantissa,  
    input wire result_is_zero,  
    input wire result_is_inf,   
    input wire result_is_nan,   
    output wire [32-1:0] fp_out  
);
    localparam FP32_QNAN     = {1'b0, {8{1'b1}}, {1'b1, {(23-1){1'b0}}}};  
    localparam FP32_POS_INF  = {1'b0, {8{1'b1}}, {23{1'b0}}};
    localparam FP32_NEG_INF  = {1'b1, {8{1'b1}}, {23{1'b0}}};
    localparam FP32_POS_ZERO = {1'b0, {(8 + 23){1'b0}}};
    localparam FP32_NEG_ZERO = {1'b1, {(8 + 23){1'b0}}};
    assign fp_out = result_is_nan ? FP32_QNAN :
                    result_is_inf ? (final_sign ? FP32_NEG_INF : FP32_POS_INF) :
                    result_is_zero ? (final_sign ? FP32_NEG_ZERO : FP32_POS_ZERO) :
                    {final_sign, final_exponent, final_mantissa};  
endmodule
```
`design/flow/run.sh`:
```
#!/bin/bash
# OpenROAD 26Q1-2900-gdf79404cd8, Yosys 0.63+post, stock flow scripts
make -C /OpenROAD-flow-scripts/flow DESIGN_CONFIG=/design/flow/config.mk WORK_HOME=/design/flow/orfs finish
```
==> impl_metrics.toml <==
# synthesis and place-and-route metrics
[die]
die-height_um = 80
die-area_mm2 = 0.00640
core.rowCount = 21
io_pins = 67
fp_util_pct = 8.72
core_area_mm2 = 0.00342
die_x_um = 80

[yosys]
mux_share_pct = 0
synth_cell_type_count = 9
ys_seq_share_pct = 0
ys_chip_area_um2 = 298
synth_cells = 46
adder_share_pct = 0
compound_area_share_pct = 16.0
avgSynthCellArea_um2 = 6.47
ys_top_logic_family = "simple AND/OR/NAND/NOR gates"
yosysCellCount = 46
synth_area_um2 = 298
synthTopCellsByArea = "and2_2, and2_1, o21ai_0"
synthTopCellsByCount = "and2_2, inv_1, o21ai_0, and2_1, buf_6"
synth-simple-area-share_pct = 62.6
synth_top_cell_by_count = "and2_2"
synth_warnings = 0
synth-xor-area-share_pct = 0
top_area_cell = "and2_2"
synth_top_area_share_pct = 37.8

[final_timing]
rsz0062_at_grt = "false"
finalSetupViolations = 0
timing.fmax_ghz = 0.328
relSlewSlack_pct = 78.3
hold_violations = 0
slew_violations = 0
tightest_slew_ps = 325
fin_setup_tns_ps = 0
finalClockPeriodUsage_pct = 87.0
fin_ws_ps = 455
finalCriticalPeriod_ps = 3050

[clock_tree]
cts_setup_buffers = 0
cts_hold_buf = 0
ctsResizeCount = 0

[routing]
first_iter_violations = 9
drc = 0
n_antenna_cell = 0
final_antenna_net_count = 0
avgViaCountPerCell = 3.27
vias = 514
drt-total-wl_um = 1750
first_pass_iters = 2
wire_per_inst_um = 11.2

[worst_setup_path]
crit_required_ps = 2800
worstPathArrival_ps = 2350
end_kind = "output pin"
critPathMaxFanout = 22
crit_path_start_kind = "primary input"
path_class = "in2out"

[grt]
antenna_found_initial = 0
grt_overflow = 0
grt_pass1_wl_um = 2500
grt_max_degree = 23
first_global_vias = 507
gr-usage-all-layers_pct = 4.71

[placed_design]
routabilityCongestion = 0.713
dp_worst_setup_slack_ps = 426
hpwl_um = 1610
placed_cells = 157
numPortBuffers = 67
placed_cell_area_um2 = 1000

[power]
cellLeakagePower_nw = 0.401
power_density_mw_per_mm2 = 76.9
vdd_drop_max_v = 0.0000360

[min_path]
holdPathEnd = "fp_out[29]"
hold_start = "final_exponent[6]"
hp-class = "in2out"
min_delay_path_depth = 4

[job]
openroad.warnings = 32
maxCapViolCount = 0

[cells_and_area]
layoutNonFillerInstCount = 157
flop-count = 0
clkbuf_count = 0
drive_above_1_share_pct = 15.3
regArea_um2 = 0
syn_to_final_growth_pct = 236
final_area_um2 = 1000

[run_status]
outcome = "completed"
-- area by class of cell --
cell class	instances	area (um^2)
inverter	8	30.0
fill	370	2420
tap	46	57.6
timing repair buffer	68	678
multi-input combinational	35	234
-- power breakdown --
group	internal [mW]	switching (mW)
Sequential	0	0
Clock	0	0
Combinational	0.0611	0.0157
Total	0.0611	0.0157
-- cell usage in the layout (no fill, tap or decap) --
cell type,netlist,final
nor2_1,2,2
o21ai_0,8,8
buf_4,0,1
inv_1,8,8
and2_1,7,7
clkdlybuf4s50_1,0,67
a21o_1,1,1
nor2b_1,1,1
nor3_4,1,1
and2_2,15,15
-- per-stage QoR --
stage                     power, mW  utilization [%]  hold slack (ps)
after global placement       0.0777             29.3             2320
after global routing         0.0843             29.3             2350
final                        0.0768             29.3             2310
after detailed placement     0.0783             29.3             2320
after CTS                    0.0787             29.3             2320
after floorplan              0.0142                -             1410
-- cells by family after synthesis --
family / Yosys count
compound gates: 9
simple gates: 26
buf+inv: 11
-- routing by layer --
layer,track usage (%),vias up,wire [um]
met2,6.90,43,717
met5,0,-,0
met4,0,0,0
met1,5.54,203,658
li1,-,268,-
met3,3.86,0,377
-- worst max-delay path by stage --
stage | startpoint | to | slack, ps
finish | result_is_zero | fp_out[0] | 450
global route | result_is_zero | fp_out[18] | 340
CTS | result_is_zero | fp_out[3] | 430
-- worst max-delay path: stages --
cell	delay, ps
clkdlybuf4s50_1	570
nor3_4	230
buf_4	220
and2_2	160
clkdlybuf4s50_1	460
Power is estimated from default activity; no workload was simulated.
