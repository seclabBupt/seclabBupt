==> flow/design.v <==
module fp32_aligner #(
    parameter NUM_INPUTS = 8
) (
    input wire [NUM_INPUTS-1:0] signs,
    input wire [NUM_INPUTS*8-1:0] exponents_flat,   
    input wire [NUM_INPUTS*23-1:0] mantissas_flat,  
    input wire [NUM_INPUTS-1:0] is_zeros,
    input wire [NUM_INPUTS-1:0] is_infs,
    input wire [NUM_INPUTS-1:0] is_nans,
    output wire [8-1:0] max_exponent,
    output wire [NUM_INPUTS*(1+ 23 + 3)-1:0] aligned_mantissas_flat,  
    output wire [NUM_INPUTS-1:0] effective_signs
);
genvar i;
wire [NUM_INPUTS-1:0] valid_for_max_exp;
wire [8-1:0] exponents_arr [0:NUM_INPUTS-1];
wire [8-1:0] max_exp_stages [0:NUM_INPUTS];
generate
    for (i = 0; i < NUM_INPUTS; i = i + 1) begin : gen_max_exp
        assign valid_for_max_exp[i] = !is_zeros[i] && !is_infs[i] && !is_nans[i];
        assign exponents_arr[i] = exponents_flat[(i+1)*8-1 : i*8];
    end
endgenerate
assign max_exp_stages[0] = 0;
generate
    for (i = 0; i < NUM_INPUTS; i = i + 1) begin : gen_max_exp_stages
        assign max_exp_stages[i+1] = valid_for_max_exp[i] && (exponents_arr[i] > max_exp_stages[i]) ? 
                                    exponents_arr[i] : max_exp_stages[i];
    end
endgenerate
assign max_exponent = max_exp_stages[NUM_INPUTS];
generate
    for (i = 0; i < NUM_INPUTS; i = i + 1) begin : align_gen
        wire [8-1:0] current_exp = exponents_flat[i*8 +: 8];
        wire [23-1:0] orig_mant = mantissas_flat[i*23 +: 23];
        wire [8-1:0] effective_biased_exp;
        assign effective_biased_exp = (current_exp == 0 && !is_zeros[i] && max_exponent != 0) ? 1'b1 : current_exp;
        wire [8:0] exp_diff = (effective_biased_exp < max_exponent) ? 
                                     (max_exponent - effective_biased_exp) : 
                                     {(8+1){1'b0}};  
        localparam SHIFT_LIMIT = (1+ 23 + 3);  
        wire [$clog2((1+ 23 + 3)+1)-1:0] shift_amount = 
            (exp_diff > SHIFT_LIMIT) ? SHIFT_LIMIT : exp_diff;
        wire has_implied_bit = !is_zeros[i] && (current_exp != 0);  
        wire [23:0] mant_with_implied = {has_implied_bit, orig_mant};  
        wire [(1+ 23 + 3)-1:0] extended_mant = {mant_with_implied, {3{1'b0}}};  
        wire [(1+ 23 + 3)-1:0] shifted_mant;
        wire sticky_bit;
        assign shifted_mant = (shift_amount >= (1+ 23 + 3)) ? 
                            {(1+ 23 + 3){1'b0}} : 
                            (extended_mant >> shift_amount);
        assign sticky_bit = (shift_amount >= (1+ 23 + 3)) ? 
                          |orig_mant : 
                          |(extended_mant & ((1 << shift_amount) - 1));
        wire [(1+ 23 + 3)-1:0] aligned_mant;
        assign aligned_mant = (is_zeros[i] | is_infs[i] | is_nans[i]) ? 
                             {(1+ 23 + 3){1'b0}} : 
                             {shifted_mant[(1+ 23 + 3)-1:1],   
                              shifted_mant[0] | sticky_bit};           
        assign aligned_mantissas_flat[i*(1+ 23 + 3) +: (1+ 23 + 3)] = aligned_mant;
        assign effective_signs[i] = signs[i];
    end
endgenerate
endmodule
==> flow/run.sh <==
#!/bin/bash
# OpenROAD 26Q1-2900-gdf79404cd8, Yosys 0.63+post, stock flow scripts
make -C /OpenROAD-flow-scripts/flow DESIGN_CONFIG=/design/flow/config.mk WORK_HOME=/design/flow/orfs finish
==> flow/config.mk <==
export PLATFORM = sky130hd
export DESIGN_NAME = fp32_aligner
export DESIGN_NICKNAME = fp32_aligner
export VERILOG_FILES = /design/flow/design.v
export SDC_FILE = /design/flow/constraint.sdc
export NUM_CORES = 4
export LEC_CHECK = 1
export CORE_UTILIZATION = 30
==> flow/constraint.sdc <==
current_design fp32_aligner

set clk_period 51.0
set clk_io_pct 0.2

create_clock -name clk0 -period $clk_period

set non_clock_inputs [all_inputs -no_clocks]
set_input_delay [expr $clk_period * $clk_io_pct] -clock clk0 $non_clock_inputs
set_output_delay [expr $clk_period * $clk_io_pct] -clock clk0 [all_outputs]
==> flow_summary.yaml <==
# generated from flow reports
run_status:
  run_status: "finished, final reports clean"
final_layout:
  regArea_um2: 0
  flow.area_growth_from_synthesis_pct: 31.0
  post_layout_nonfiller_instances: 4329
  num-clock-buffers: 0
  fillerInstances: 6609
  layout-drive-gt1-share: 0.0408
  ff_count: 0
placement:
  placedCellCount: 4317
  gp_congestion: 1.04
  number_of_port_buffers: 496
  detailedPlacementHpwl_mm: 72.2
floorplan:
  ioPinCount: 512
  initial_core_util: 0.306
  die_outline_width_um: 254
  die_area_mm2: 0.0644
  die_height_um: 254
  num_rows: 91
  core_area_mm2: 0.0622
setup_path:
  timing.critical_path.slowest_stage_cell: "nor4_4"
  worst_path_largest_cell_delay_ns: 0.78
  required_time_at_the_worst_slack_endpoint_ns: 40.80
  startpoint_type: "input port"
  worst_ep_arrival_time_ns: 32.93
  path_max_fanout: 17
  worstSetupPathType: "input port to output pin"
  worst_setup_end_kind: "output pin"
detailed_routing:
  firstDrtPassIters: 6
  drt-wirelength-per-cell_um: 20.7
  vias: 25000
  drc_errors: 0
  wl_mm: 89.5
  route.antenna.remaining_nets: 0
  drt_iter0_drc: 1926
  routed_via_density: 5.78
synth:
  yosys_area_mm2: 0.0190
  mappedNetlistArea_mm2: 0.0190
  top_area_cell: "mux2i_1"
  post_synth_main_area_contributors: "mux2i_1 20%, nand2_1 10%, nor2_1 7.5%"
  yosysMostFrequentCell: "nand2_1"
  ys_seq_frac: 0
  top_cells_by_count: "505 x nand2_1, 385 x mux2i_1, 378 x nor2_1, 252 x a21oi_1, 183 x o21ai_0"
  postSynthAreaPerCell_um2: 6.15
  yosysTopAreaCellShare: 0.203
  synthDistinctLibCells: 93
  yosys_cells: 3094
  yosys_warnings: 1
  syn-instance-count: 3094
global_routing:
  grt-ovfl-total: 0
  grt_max_degree: 45
  global_route_wire_length_before_repair_mm: 136
  grt.total_usage: 0.270
  antenna_found_initial: 23
  first_global_vias: 23400
cts:
  post-cts-setup-buffer-count: 0
  post_cts_resize_count: 0
  cts_hold_repair.buffers: 0
timing:
  rsz0062_at_grt: "false"
  finalSetupViolCount: 0
  timing_worst_slew_pin_value_ns: 0.928
  relSlewSlack: 0.379
  post-route-period-util: 0.846
  setup_tns_ns: 0
  slew_limit_fails: 0
  finalCriticalPeriod_ns: 43.13
  maxClockFrequency_ghz: 0.0232
  final_count_of_hold_timing_violations: 0
hold_path:
  hold_class: "input port to output pin"
run:
  tool_warnings: 32
  max-cap-violations: 0
power:
  vdd.ir_drop.worst_uv: 19.5
  power_density_mw_per_mm2: 39.4
  p_leak_uw: 0.0108
-- cells in the final DEF (no fill, tap or decap), types with 12 or more instances in the layout --
cell type        Yosys  final
nand2_1            505    505
clkdlybuf4s50_1      0    496
mux2i_1            385    385
nor2_1             378    375
a21oi_1            252    251
o21ai_0            183    177
inv_1              144    144
ha_1               110    110
a211oi_1            88     88
nand3_1             84     84
nor3_1              67     67
buf_4                9     66
nor4_1              65     65
nand4_1             51     51
a31oi_1             49     49
and2_1              45     46
a21o_1              39     39
nor2b_1             32     32
nand2b_1            28     28
o211ai_1            28     28
mux2_2              22     22
a32oi_1             21     21
a21boi_0            22     21
and3_1              20     20
o21a_1              20     20
xnor2_1             17     17
xor2_1              17     17
o22ai_1             17     17
o31ai_1             15     15
a221oi_1            13     13
a41oi_1             13     13
diode_2              0     12
o21ai_1              9     12
-- cell families (layout without fill, tap and decap cells) --
| logic type | count (synthesis) | count (layout) | share of synthesized area |
|---|---|---|---|
| and+or+nand+nor | 1329 | 1329 | 0.317 |
| AOI/OAI and AO/OA | 875 | 875 | 0.298 |
| muxes | 411 | 411 | 0.220 |
| buffers and inverters | 322 | 708 | 0.0654 |
| adders and majority gates | 123 | 123 | 0.0834 |
| xor gates and xnor gates | 34 | 34 | 0.0157 |
| other | 0 | 12 | 0 |
-- worst max-delay path, delay by kind of cell --
kind	cells	cell delay, ns
buffers and inverters	9	2.00
AND/OR/NAND/NOR	36	8.42
AND-OR/OR-AND	37	8.61
adder cells (fa/ha/maj)	8	2.44
multiplexers	4	1.21
-- through the flow --
stage / instance area (um2) / power (uW) / utilization / hold slack (ns) / setup slack (ns)
final: 24900 / 982 / 0.401 / 20.40 / 7.87
after global routing: 24900 / 1070 / 0.401 / 20.40 / 5.79
after CTS: 24900 / 967 / 0.400 / 20.40 / 8.15
after detailed placement: 24900 / 962 / 0.400 / 20.40 / 8.23
after global placement: 24900 / 974 / 0.400 / 20.40 / 8.41
after floorplan: 19000 / 682 / - / 20.47 / 10.84
-- per-layer routing --
metal  routed length [um]  vias to the layer above  track usage  part of all wire
met1                38700                    11500        0.370              0.43
met4                 2860                       24       0.0790             0.032
met3                 7010                      208       0.0438             0.078
met2                40900                     1132        0.434              0.46
met5                  149                        -            0            0.0017
li1                     -                    12200            -                 -
-- final timing paths --
path              startpoint                    endpoint  slack [ns]  cells after the start
hold / removal      signs[0]          effective_signs[0]       20.40                      0
setup / recovery  is_nans[0]  aligned_mantissas_flat[84]        7.87                     94
-- where the power goes --
part,total [uW],switching [uW],internal [uW]
sequential,0,0,0
clock,0.0000316,0,0.0000315
combinational,982,603,379
-- area by class of cell --
type                            count  area, um2  area share
Antenna cell                       12       30.0     0.00120
Multi-Input combinational cell   2772      17800       0.716
Inverter                          146        548      0.0220
Tap cell                          837       1050      0.0420
Timing Repair Buffer              562       5460       0.219
Power is estimated from default activity; no workload was simulated.
