==> flow/design.v <==
module final_adder #(
    parameter WIDTH = 32
)(
    input  wire [WIDTH-1:0] a,
    input  wire [WIDTH-1:0] b,
    output wire [WIDTH-1:0] sum
);
    wire [WIDTH:0] carry;
    assign carry[0] = 1'b0;
    genvar i;
    generate
        for (i=0; i<WIDTH; i=i+1) begin : adder
            wire p = a[i] ^ b[i]; 
            wire g = a[i] & b[i]; 
            assign sum[i] = p ^ carry[i];
            assign carry[i+1] = g | (p & carry[i]);
        end
    endgenerate
endmodule
module full_adder (
    input wire a,
    input wire b,
    input wire cin,
    output wire sum,
    output wire cout
);
    assign sum = a ^ b ^ cin;
    assign cout = (a & b) | (a & cin) | (b & cin);
endmodule
module wallace_tree_8_inputs #(
    parameter NUM_INPUTS = 8,  
    parameter WIDTH = 31   
) (
    input  wire [NUM_INPUTS*WIDTH-1:0] data_in,
    output wire [WIDTH:0] final_result
);
    wire [WIDTH-1:0] inputs [0:NUM_INPUTS-1];
    genvar i;
    generate
        for (i = 0; i < NUM_INPUTS; i = i + 1) begin : unpack_inputs
            assign inputs[i] = data_in[(i+1)*WIDTH-1 : i*WIDTH];
        end
    endgenerate
    wire [WIDTH-1:0] layer1 [0:5];
    genvar b;
    generate
        for (b=0; b<WIDTH; b=b+1) begin : layer1_compress
            wire [7:0] bs = {
                inputs[7][b], inputs[6][b],
                inputs[5][b], inputs[4][b],
                inputs[3][b], inputs[2][b],
                inputs[1][b], inputs[0][b]
            };
            wire fa1_sum, fa1_cout;
            full_adder fa1(.a(bs[0]), .b(bs[1]), .cin(bs[2]), .sum(fa1_sum), .cout(fa1_cout));
            wire fa2_sum, fa2_cout;
            full_adder fa2(.a(bs[3]), .b(bs[4]), .cin(bs[5]), .sum(fa2_sum), .cout(fa2_cout));
            assign layer1[0][b] = fa1_sum;     
            assign layer1[1][b] = fa2_sum;     
            assign layer1[2][b] = bs[6];       
            assign layer1[3][b] = bs[7];       
            assign layer1[4][b] = fa1_cout;    
            assign layer1[5][b] = fa2_cout;    
        end
    endgenerate
    wire [WIDTH-1:0] layer2 [0:3];
    generate
        for (b=0; b<WIDTH; b=b+1) begin : layer2_compress
            wire [5:0] bs = {
                (b>0) ? layer1[4][b-1] : 1'b0,   
                (b>0) ? layer1[5][b-1] : 1'b0,   
                layer1[0][b], 
                layer1[1][b],
                layer1[2][b],
                layer1[3][b]
            };
            wire fa1_sum, fa1_cout;
            full_adder fa1(.a(bs[0]), .b(bs[1]), .cin(bs[2]), .sum(fa1_sum), .cout(fa1_cout));
            wire fa2_sum, fa2_cout;
            full_adder fa2(.a(bs[3]), .b(bs[4]), .cin(bs[5]), .sum(fa2_sum), .cout(fa2_cout));
            assign layer2[0][b] = fa1_sum;     
            assign layer2[1][b] = fa2_sum;     
            assign layer2[2][b] = fa1_cout;    
            assign layer2[3][b] = fa2_cout;    
        end
    endgenerate
    wire [WIDTH-1:0] layer3 [0:2];
    generate
        for (b=0; b<WIDTH; b=b+1) begin : layer3_compress
            wire [3:0] bs = {
                (b>0) ? layer2[2][b-1] : 1'b0,   
                (b>0) ? layer2[3][b-1] : 1'b0,   
                layer2[0][b],
                layer2[1][b]
            };
            wire fa_sum, fa_cout;
            full_adder fa(.a(bs[0]), .b(bs[1]), .cin(bs[2]), .sum(fa_sum), .cout(fa_cout));
            assign layer3[0][b] = fa_sum;      
            assign layer3[1][b] = bs[3];      
            assign layer3[2][b] = fa_cout;     
        end
    endgenerate
    wire [WIDTH-1:0] sum_out, carry_out;
    generate
        for (b=0; b<WIDTH; b=b+1) begin : layer4_compress
            wire [2:0] bs = {
                (b>0) ? layer3[2][b-1] : 1'b0,   
                layer3[0][b],
                layer3[1][b]
            };
            wire fa_sum, fa_cout;
            full_adder fa(.a(bs[0]), .b(bs[1]), .cin(bs[2]), .sum(fa_sum), .cout(fa_cout));
            assign sum_out[b] = fa_sum;
            assign carry_out[b] = fa_cout;
        end
    endgenerate
    wire [WIDTH:0] sum_ext = {1'b0, sum_out};
    wire [WIDTH:0] carry_ext = {carry_out, 1'b0};
    final_adder #(
        .WIDTH(WIDTH+1)  
    ) final_adder (
        .a(sum_ext),
        .b(carry_ext),
        .sum(final_result)
    );
endmodule
==> flow/run.sh <==
#!/bin/bash
# OpenROAD 26Q1-2900-gdf79404cd8, Yosys 0.63+post, stock flow scripts
make -C /OpenROAD-flow-scripts/flow DESIGN_CONFIG=/design/flow/config.mk WORK_HOME=/design/flow/orfs finish
==> flow/config.mk <==
export PLATFORM = sky130hd
export DESIGN_NAME = wallace_tree_8_inputs
export DESIGN_NICKNAME = wallace_tree_8_inputs
export VERILOG_FILES = /design/flow/design.v
export SDC_FILE = /design/flow/constraint.sdc
export NUM_CORES = 4
export LEC_CHECK = 1
export CORE_UTILIZATION = 40
==> flow/constraint.sdc <==
current_design wallace_tree_8_inputs

set clk_period 31.8
set clk_io_pct 0.2

create_clock -name clk0 -period $clk_period

set non_clock_inputs [all_inputs -no_clocks]
set_input_delay [expr $clk_period * $clk_io_pct] -clock clk0 $non_clock_inputs
set_output_delay [expr $clk_period * $clk_io_pct] -clock clk0 [all_outputs]
==> results.txt <==
From the run reports.

- The share of the core filled by cells before placement reads 0.409.
- The fraction of final layout cells with drive strength greater than 1 reads 0.
- The post-CTS repair timing setup buffer count is 0.
- OpenROAD emitted warnings numbering 33.
- The final HPWL from detailed placement is 13400 µm.
- The post-route antenna net violation count reads 0.
- STA puts the critical path data required time at 25.44 ns.
- The maximum VDD drop is 0.0000522 V.
- The transition at the pin with the smallest max-transition slack reads 0.203 ns.
- fa_1 takes more of the synthesized area than any other cell.
- The initial antenna violation count is 2.
- The area used by sequential logic in the layout is 0 µm².
- The most frequent cell on the critical path reads fa_1.
- The site row count reads 41.
- Of the post-synthesis cell area, the dominant cell type holds 0.794.
- The multi-input combinational cell area reads 0.00424 mm².
- The type of the worst setup path reads in2out.
- The cts-stage hold buffer count is 0.
- The total global routing overflow is 0.
- Counting every instance in the synthesized netlist gives 461.
- Entering global routing, the biggest net connects 2 pins.
- The final setup violation count reads 0.
- The worst path arrival time is 21.43 ns.
- The maximum frequency from static timing analysis reads 0.0360 GHz.
- The floorplan core area is 0.0126 mm².
- The cell family contributing the most delay on the critical path reads adder cells.
- The count of clock-net buffers in the final layout reads 0.
- The synthesis report lists the most area-consuming cells as fa_1, inv_1, xnor2_1.
- The first TritonRoute pass finished after 4 iterations.
- The die extent in y reads 116 µm.
- The number of placed instances, taps included reads 910.
- The category of the worst setup path launch point reads an input port.
- After layout, the design draws a total of 0.652 mW.
- The count of flip-flops and latches reads 0.
- The leakage power in the latest report is 3.93 nW.
- The min-delay analysis places its worst path in the category in2out.
- The launch instance of the worst min-delay path reads data_in[62].
- The number of top-level pins is 280.
- The period utilization is 0.874.
- The number of different library cells used by synthesis comes to 7.
- The post-synthesis cell count from yosys is 461.
- Per the post-synthesis stats, the area per cell is 11.2 µm².
- The total negative slack is 0 ns.
- The number of maximum-capacitance constraint violations is 0.
- The worst pin sits at a relative slew slack of 0.864.
- The count of final max-slew check failures is 0.
- The ratio of total power to cell area reads 79.9 mW/mm².
- The wire length of the first global-routing pass reads 21100 µm.
- Counting the fill cells in the layout gives 1033.
- The finished layout reports a core utilization of 0.647.
- Leaving out filler cells and counting taps, the final layout contains 910.
- The highest-count logic cell in the final layout is clkdlybuf4s50_1.
- The kind of capture point of the worst setup path reads an output pin.
- The run finished with clean final reports.
- The number of inserted diodes reads 0.
- The worst setup path startpoint is data_in[95].
- The termination of the worst setup path is final_result[31].
- The count of buffers added on input and output ports is 280.
- The largest stage delay on the critical path is 0.56 ns.
- The part of the Yosys area used for sequential elements is 0.
- The largest fanout on the critical path is 1.
- The wire length per cell is 14.6 µm.
- After detailed routing, the number of vias per cell comes to 4.08.
- The top cell types in the final layout, fill and taps aside, are clkdlybuf4s50_1, inv_1, fa_1.
- The yosys synthesis warning count is 1.
- The detailed router reported a total wirelength of 13200 µm.
- The number of gates resized after CTS was 0.
- The overall fraction of global-route tracks in use is 0.233.
- For reference, the final report shows the hold violation count at 0.
- The synthesis area per yosys reads 0.00517 mm².
- The area added between synthesis and finish reads 58.0%.
- The worst path needs 27.79 ns of the cycle, external delays included.
- The total stage count of the critical path is 40.
- Summing over every cut layer, the via total after detailed routing is 3713.
- The overall die area reads 0.0134 mm².
- The horizontal die dimension reads 116 µm.
- Setup repair after global routing left no endpoint under its margin.
- The slowest cell on the critical path is fa_1.
- The post-synthesis instance area reads 0.00517 mm².
- The number of DRC violations after detailed-routing iteration 0 reads 41.
- The number of buffers and inverters on the critical path reads 6.
- The residual DRC count is 0.
- The via count of the first global-routing pass was 4304.
- The weighted congestion at the end of routability-driven global placement reads 0.908.
==> metal layers <==
layer  vias to the layer above  track usage  part of all wire
met5                         -            0            0.0022
met4                         4            0           0.00023
met3                         4        0.121              0.17
met2                       209        0.350              0.47
met1                      1798        0.355              0.36
li1                       1698            -                 -
==> kinds of logic after synthesis <==
family | after synthesis | share of synthesized area
XOR/XNOR | 10 | 0.0196
adder cells (fa/ha/maj) | 208 | 0.802
buffers and inverters | 243 | 0.179
==> per-stage QoR <==
step | hold slack (ns) | setup WS, ns | cell area [µm²]
finish | 13.93 | 4.01 | 8160
global route | 13.98 | 3.49 | 8160
CTS | 13.94 | 3.92 | 8160
detailed placement | 13.93 | 3.95 | 8160
global placement | 13.92 | 4.00 | 8160
floorplan | 13.04 | 5.30 | 5170
==> Yosys cell counts <==
master and number:
buf_4 3, ha_1 3, xor2_1 1, fa_1 205
inv_1 240, xnor3_1 1, xnor2_1 8
==> cell type report <==
type / instances / share of cell area
inverter: 240 / 0.110
multi-input combinational: 218 / 0.520
tap: 172 / 0.0264
timing repair buffer: 280 / 0.343
==> worst min path at each step <==
stage / to / slack [ns] / cells past startpoint
after CTS: final_result[0] / 13.94 / 4
after global routing: final_result[0] / 13.98 / 4
final: final_result[0] / 13.93 / 4
==> power by group <==
| part | switching [mW] | internal (mW) | total, mW |
|---|---|---|---|
| clock network | 0 | 0 | 0 |
| logic | 0.256 | 0.396 | 0.652 |
| registers | 0 | 0 | 0 |
| total | 0.256 | 0.396 | 0.652 |
No activity file was given, so power comes from the tool's default toggle rates.
